$ cat design/flow/run.sh
#!/bin/bash
# OpenROAD 26Q1-2900-gdf79404cd8, Yosys 0.63+post, stock flow scripts
make -C /OpenROAD-flow-scripts/flow DESIGN_CONFIG=/design/flow/config.mk WORK_HOME=/design/flow/orfs finish
$ cat design/flow/config.mk
export PLATFORM = sky130hd
export DESIGN_NAME = f1_light
export DESIGN_NICKNAME = f1_light
export VERILOG_FILES = /design/flow/design.v
export SDC_FILE = /design/flow/constraint.sdc
export NUM_CORES = 4
export LEC_CHECK = 1
export CORE_AREA = 10 10 92 92
export DIE_AREA = 0 0 102 102
$ cat design/flow/constraint.sdc
current_design f1_light

set clk_period 4.3
set clk_io_pct 0.2

create_clock -name clk0 -period $clk_period [get_ports {clk}]

set non_clock_inputs [all_inputs -no_clocks]
set_input_delay [expr $clk_period * $clk_io_pct] -clock clk0 $non_clock_inputs
set_output_delay [expr $clk_period * $clk_io_pct] -clock clk0 [all_outputs]
$ cat design/flow/design.v
module f1_fsm(
    input logic     clk,
    input logic     en,
    input logic     rst,
    output logic   [7:0] data_out
);
    typedef enum  {S0,S1,S2,S3,S4,S5,S6,S7,S8 } my_state;
    my_state current_state, next_state;
always_comb 
    case (current_state)
        S0: if (en)     next_state = S1;
            else        next_state = current_state;
        S1: if (en)     next_state = S2;
            else        next_state = current_state;
        S2: if (en)     next_state = S3;
            else        next_state = current_state;
        S3: if (en)     next_state = S4;
            else        next_state = current_state;
        S4: if (en)     next_state = S5;
            else        next_state = current_state;
        S5: if (en)     next_state = S6;
            else        next_state = current_state;
        S6: if (en)     next_state = S7;
            else        next_state = current_state;
        S7: if (en)     next_state = S8;
            else        next_state = current_state;
        S8: if (en)     next_state = S0;
            else        next_state = current_state;
        default: next_state = S0;
    endcase
always_ff @(posedge clk)
    if (rst)    current_state <= S0;
    else        current_state <= next_state;
always_comb
    case (current_state)
        S0: data_out = 8'b0;
        S1: data_out = 8'b1;
        S2: data_out = 8'b11;
        S3: data_out = 8'b111;
        S4: data_out = 8'b1111;
        S5: data_out = 8'b11111;
        S6: data_out = 8'b111111;
        S7: data_out = 8'b1111111;
        S8: data_out = 8'b11111111;
        default: data_out = 8'b11111111;
    endcase
endmodule
module clktick #(
	parameter WIDTH = 16
)(
  input  logic             clk,       
  input  logic             rst,       
  input  logic             en,        
  input  logic [WIDTH-1:0] N,     	  
  output logic  		       tick       
);
logic [WIDTH-1:0] count;
always_ff @ (posedge clk)
    if (rst) begin
        tick <= 1'b0;
        count <= N;  
        end
    else if (en) begin
	    if (count == 0) begin
		    tick <= 1'b1;
		    count <= N;
	        end
	    else begin
		    tick <= 1'b0;
		    count <= count - 1'b1;
	        end
        end
endmodule
module f1_light(
    input logic     N,
    input logic     en,
    input logic     rst,
    input logic     clk,
    output logic    [7:0] data_out
);
logic tick;
clktick Clocktick(
    .N(N),
    .en(en),
    .rst(rst),
    .clk(clk),
    .tick(tick)
);
f1_fsm fsm(
    .rst(rst),
    .en(tick),
    .clk(clk),
    .data_out(data_out)
);
endmodule
==> out/qor.yml <==
tightest_slew_ns: 0.6495
die-area_mm2: 0.01040
ant_nets: 0
synth_area_mm2: 0.001234
min_period_ns: 2.287
critPathMaxFanout: 7
wl_per_cell_um: 9.897
ctsHoldBuffers: 0
worstPathRequired_ns: 4.46
root_buffer: "clkbuf_8"
worst-path-buf-inv: 1
ys_ff: 29
synthTopCellsByArea: "dfxtp_1 (45%), nor2_1 (5.8%), xor2_1 (5.7%), xnor2_1 (5.0%), nand2_1 (2.7%)"
io_buffers: 11
rows: 29
crit_path_end_kind: "flip-flop"
finalClockPeriodUsage_pct: 53.19
final.setup_skew_ns: 0.006693
ys_async_sr_fraction_pct: 0
hold_class: "reg2reg"
crit_type: "in2reg"
layout-drive-gt1-share_pct: 13.01
pin_count: 12
synth_seq_share_pct: 47.87
finish.utilization_pct: 23.63
crit_slowest_cell: "nor4b_2"
grt_use_total_pct: 4.379
core-area_mm2: 0.006459
cp-start-kind: "primary input"
top_cell_area_share_pct: 45.44
totalPowerFinal_mw: 1.092
clock.fmax_mhz: 437.2
ff_type: "dfxtp_1"
cts_tree: "built"
place.gp.congestion: 0.7554
peakVddDrop_mv: 0.2917
initCoreUtil_pct: 19.10
relSlewSlack_pct: 56.58
dpl.hpwl_mm: 1.584
wirelength_mm: 2.207
tool_warnings: 26
via_count: 901
ys_types: 36
routed_via_density: 4.040
post_cts_resized: 0
cts_inserted_buffers: 5
die_y_um: 102
drtPass1Iterations: 4
cellPowerDensity_mw_per_mm2: 715.1
grt_max_degree: 15
hold_viol: 0
cts_num_sinks: 29
antenna_found_initial: 0
cap_violations: 0
arrival_ns: 2.44
synth-cells-yosys: 128
ctsLongestPathBuffers: 2
status: "complete, no violations"
edf_count: 1
cts.reportedPaths.clkPinSlew_ns: 0.06
ys_warn_count: 3
syn_to_final_growth_pct: 23.73
slowest_delay_ns: 0.59
fin_setup_tns_ns: 0
crit_chain: "clkdlybuf4s50_1 > nor4b_2 > nand4_1 > xor2_1 > nor2_1"
avgSynthCellArea_um2: 9.638
yosys_area_mm2: 0.001234
p_leak_nw: 0.6162
grt_pass1_vias: 800
grt_pass1_wl_mm: 3.760
postSynthCellCount: 128
overflow: 0
post_cts_buffers: 0
remaining_drc_errors: 0
setup_viol: 0
drtIter0Drc: 39
clk_latency_ns: 0.28
cp_top_family: "simple AND/OR/NAND/NOR gates"
yosys.area.top_type: "dfxtp_1"
htreeDepth: 2
die_w_um: 102
rsz0062_at_grt: "no"
diodes: 0
drv_slew: 0
## worst register-to-register path: stages (launching register included)
cell,delay [ns]
dfxtp_1,0.37
nor4_2,0.57
nand4_1,0.33
o21bai_4,0.43
nor2_1,0.09
## cell usage after synthesis, types with 2 or more instances
cell type and number:
or2_2 2, nor3b_1 2, nor2_1 19, a21oi_1 3, nor3_1 2, nand2_1 9, dfxtp_1 28, xnor2_1 7
nor2_2 2, xor2_1 8, nand3_1 5, and3b_1 2, inv_1 7, o21ai_0 2, nand4_1 4, nor4_1 5
ha_1 2
## flip-flops by register name, summed over array words and instances (netlist names)
signal / cells
Clocktick.count: 16
Clocktick.tick: 1
data_out: 8
fsm.current_state: 4
## per-stage QoR
stage / worst slack, ns / area [um2] / hold WS, ns / instances
after global placement: 1.781 / 1425 / 0.4865 / 215
after detailed placement: 1.744 / 1425 / 0.4856 / 215
final: 2.013 / 1526 / 0.4945 / 223
after global routing: 1.850 / 1526 / 0.5084 / 223
after CTS: 2.014 / 1526 / 0.4950 / 223
after floorplan: 2.547 / 1234 / 0.4638 / 128
## area by class of cell
cell class                 instances  area (um2)
clock buffer                       7       96.34
inverter                           8       30.03
tap                               77       96.34
fill                             685        4932
timing repair buffer              11       110.1
clock inverter                     1       5.005
multi-input combinational         90       598.1
sequential                        29       590.6
## where the power goes
group / internal [mW] / switching [mW]
sequential: 0.344 / 0.0909
combinational: 0.198 / 0.215
clock: 0.144 / 0.0993
total: 0.686 / 0.405
## metal layers
metal | share of wire (%) | wire [um] | global-route usage [%]
met2 | 46 | 1017 | 7.062
met1 | 46 | 1017 | 5.442
met4 | 1.9 | 42 | 0.8677
met3 | 5.9 | 130 | 1.772
met5 | 0 | 0 | 0
## layout by cell type, fill, tap and decap left out, drive strengths merged, types with 3 or more instances in the layout
master and count:
dfxtp 28, nor2 21, clkdlybuf4s50 11, nand2 9, xor2 8, inv 8, xnor2 7, clkbuf 7
nor4 7, nand3 5, nand4 4, a21oi 3, o21ai 3
## path summary, 6_finish.rpt
check                startpoint             endpoint  slack (ns)  cells after the start
max                          en  Clocktick.count[13]        2.01                      5
min          Clocktick.count[1]   Clocktick.count[1]        0.49                      2
min reg2reg  Clocktick.count[1]   Clocktick.count[1]        0.49                      2
max reg2reg  Clocktick.count[7]   Clocktick.count[6]        2.39                      4
## logic make-up after synthesis
logic type	after synthesis	synth area share, %
xor gates and xnor gates	15	10.65
DFF	29	47.87
and+or+nand+nor	60	28.09
adders and majority gates	2	2.028
buffers and inverters	9	3.651
AOI/OAI and AO/OA	13	7.709
Power is estimated from default activity; no workload was simulated.
