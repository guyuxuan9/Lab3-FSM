`/design/flow/design.v`:
```
module lfsr4(
    input logic clk,
    input logic rst,
    input logic en,
    output logic [4:1] data_out
);
logic [4:1]     sreg;  
always_ff @(posedge clk) 
    if (rst)
        sreg <= 4'b1;
    else if (en)
        sreg <= {sreg[3:1],sreg[3] ^ sreg[4]};
assign data_out = sreg;
endmodule
```
`/design/flow/run.sh`:
```
#!/bin/bash
# OpenROAD 26Q1-2900-gdf79404cd8, Yosys 0.63+post, stock flow scripts
make -C /OpenROAD-flow-scripts/flow DESIGN_CONFIG=/design/flow/config.mk WORK_HOME=/design/flow/orfs finish
```
`/design/flow/config.mk`:
```
export PLATFORM = sky130hd
export DESIGN_NAME = lfsr4
export DESIGN_NICKNAME = lfsr4
export VERILOG_FILES = /design/flow/design.v
export SDC_FILE = /design/flow/constraint.sdc
export NUM_CORES = 4
export LEC_CHECK = 1
export CORE_AREA = 10 10 70 70
export DIE_AREA = 0 0 80 80
```
`/design/flow/constraint.sdc`:
```
current_design lfsr4

set clk_period 1.7
set clk_io_pct 0.2

create_clock -name clk0 -period $clk_period [get_ports {clk}]

set non_clock_inputs [all_inputs -no_clocks]
set_input_delay [expr $clk_period * $clk_io_pct] -clock clk0 $non_clock_inputs
set_output_delay [expr $clk_period * $clk_io_pct] -clock clk0 [all_outputs]
```
==> results.sh <==
# flow metrics
export IMPL_run_status="finished clean"
export IMPL_fmax_mhz=696
export IMPL_max_stage_delay_ns=0.49
export IMPL_dp_cells=66
export IMPL_drtIter0Drc=0
export IMPL_dieArea_mm2=0.00640
export IMPL_fin_ws_ns=0.263
export IMPL_place_port_buffers=6
export IMPL_netlist_area_um2=153
export IMPL_rsz0062_at_grt="false"
export IMPL_final_common_cell="clkdlybuf4s50_1"
export IMPL_ios=7
export IMPL_p_per_area_mw_per_mm2=880
export IMPL_ys_cells=15
export IMPL_numCtsBuffers=3
export IMPL_path_buffers=1
export IMPL_postCtsSetupRepairBufs=0
export IMPL_finalSetupTns_ns=0
export IMPL_largest_reg_flops=4
export IMPL_reg2reg_to="sreg[1]$_SDFFE_PP1P_"
export IMPL_yosysTopAreaCellShare=0.525
export IMPL_coreArea_mm2=0.00342
export IMPL_synth_seq_share=0.525
export IMPL_grt_max_degree=6
export IMPL_cp_depth=1
export IMPL_reg2reg_from="sreg[3]$_SDFFE_PP0P_"
export IMPL_ys_ff=4
export IMPL_startpoint_type="flip-flop"
export IMPL_reg_top3="sreg: 4 flops"
export IMPL_fp_dieW_um=80
export IMPL_maxSlewHeadroom=0.832
export IMPL_htreeDepth=1
export IMPL_p_leak_uw=0.0000999
export IMPL_total_power_uw=251
export IMPL_worst_pin_slew_ns=0.251
export IMPL_slew_violations=0
export IMPL_syn_inst=15
export IMPL_period_minus_slack_ns=1.44
export IMPL_die_y_um=80
export IMPL_critPathTopFamily="buffers and inverters"
export IMPL_grt_first_pass_wirelength_um=738
export IMPL_critical_path_endpoint="data_out[3]"
export IMPL_ir_drop_mv=0.428
export IMPL_crit_start="sreg[3]$_SDFFE_PP0P_"
export IMPL_detail_route_drc_violations=0
export IMPL_via_per_inst=1.91
export IMPL_clock_root_buffer="clkbuf_4"
export IMPL_mostFrequentLayoutCells="6 x clkdlybuf4s50_1, 4 x dfxtp_1, 3 x mux2i_1, 3 x nor2_1, 3 x clkbuf_4"
export IMPL_track_usage=0.0158
export IMPL_clk_latency_ns=0.23
export IMPL_dr_total_vias=132
export IMPL_cp_required_ns=1.36
export IMPL_core_util_floorplan=0.0447
export IMPL_place_gp_congestion=0.598
export IMPL_antenna_found_initial=0
export IMPL_fin_worst_skew_ns=0.00250
export IMPL_hold_viol_final=0
export IMPL_placed_area_um2=263
export IMPL_ys_area_um2=153
export IMPL_rrSetupSlack_ns=0.97
export IMPL_end_kind="output port"
export IMPL_cts_sinks=4
export IMPL_ctsLongestPathBuffers=2
export IMPL_area_growth_syn_to_layout_pct=86.9
export IMPL_first_pass_iters=1
export IMPL_synth_top_cell_by_area="dfxtp_1"
export IMPL_topCellsByArea="dfxtp_1 52%, mux2i_1 20%, nor2_1 7.4%"
export IMPL_avgRoutedWirePerCell_um=6.67
export IMPL_cts_repair_resized=0
export IMPL_synthDistinctLibCells=8
export IMPL_hold_class="flip-flop to flip-flop"
export IMPL_cp_max_fo=4
export IMPL_grt_pass1_vias=158
export IMPL_yosys_warnings=1
export IMPL_avgSynthCellArea_um2=10.2
export IMPL_stdcell_area_um2=285
export IMPL_insertedDiodeCount=0
export IMPL_crit_type="flip-flop to output port"
export IMPL_path_clk_slew_ns=0.04
export IMPL_antenna_left=0
export IMPL_critPathArrivalTime_ns=1.10
export IMPL_gr_total_overflow=0
export IMPL_wirelength_um=460
export IMPL_cp_slowest_cell="clkdlybuf4s50_1"
export IMPL_crit_chain="clkdlybuf4s50_1"
export IMPL_num_rows=21
export IMPL_warning_count=25
export IMPL_hold_buffers=0
export IMPL_fin_cells=69
export IMPL_max_cap_violations=0
export IMPL_drive_above_1_share=0.130
export IMPL_setup_viol=0
export IMPL_ff2ff_path_depth=2
export IMPL_cts_tree="built"
export IMPL_post_route_period_util=0.845
export IMPL_max_flop_register="sreg"
export IMPL_dpl_worst_slack_ns=0.354
## metal layers
| layer | global-route usage | share of wire | vias up |
|---|---|---|---|
| li1 | - | - | 67 |
| met1 | 0.0247 | 0.64 | 56 |
| met2 | 0.0144 | 0.26 | 9 |
| met3 | 0.0136 | 0.10 | 0 |
| met4 | 0.00176 | 0 | 0 |
| met5 | 0 | 0 | - |
## synthesized netlist by cell type
cell and instances:
nor2_1 3, inv_1 1, mux2i_1 3, nor3_1 1, a31oi_1 1, dfxtp_1 4, buf_4 1, xnor2_1 1
## area by class of cell
class | count | area [um2]
Clock buffer | 3 | 22.5
Multi-Input combinational cell | 9 | 61.3
Sequential cell | 4 | 80.1
Inverter | 1 | 3.75
Fill cell | 410 | 3130
Tap cell | 46 | 57.6
Timing Repair Buffer | 6 | 60.1
## worst register-to-register path, stage by stage (launching register included)
cell and delay (ns):
dfxtp_1 0.37, xnor2_1 0.13, a31oi_1 0.10
## power by group
group / switching [uW] / internal (uW) / total, uW
combinational: 9.86 / 19.4 / 29.2
clock: 37.3 / 78.9 / 116
sequential: 5.09 / 100 / 105
total: 52.3 / 199 / 251
## logic make-up after synthesis
logic type / after synthesis / share of synthesized area
AND/OR/NAND/NOR: 4 / 0.107
XOR/XNOR: 1 / 0.0574
buffers and inverters: 2 / 0.0738
multiplexers: 3 / 0.197
flip-flops: 4 / 0.525
AND-OR/OR-AND: 1 / 0.0410
## how the worst min path moves through the flow
stage | cells after the start | from | slack (ns) | to
6_report | 2 | sreg[1]$_SDFFE_PP1P_ | 0.53 | sreg[2]$_SDFFE_PP0P_
4_1_cts | 2 | sreg[1]$_SDFFE_PP1P_ | 0.53 | sreg[2]$_SDFFE_PP0P_
5_1_grt | 2 | sreg[1]$_SDFFE_PP1P_ | 0.58 | sreg[2]$_SDFFE_PP0P_
## stage by stage
stage	utilization	hold slack [ns]
2_1_floorplan	-	0.412
3_3_place_gp	0.0769	0.506
3_5_place_dp	0.0769	0.516
4_1_cts	0.0835	0.525
5_1_grt	0.0835	0.577
6_report	0.0835	0.527
No activity file was given, so power comes from the tool's default toggle rates.
